==> flow/design.v <==
module counter_b(clk,rst,mode,cs,a,b,c,d,e,f,g,dp);
	output a,b,c,d,e,f,g,dp;
	output cs;
	input clk,rst;
	input mode;
	wire cs;
	wire a,b,c,d,e,f,g,dp;
	reg [3:0] count;
	reg clk_reg;
	reg [31:0] clk_cnt;
	initial
	begin
		clk_cnt <= 0;
	end
	assign cs = 0;
	always@(posedge clk)
	begin
		if(clk_cnt == 32'd25000000)
		begin
			clk_reg <= ~clk_reg;
			clk_cnt <= 0;
		end
		else
			clk_cnt <= clk_cnt + 1;
	end
	always@(posedge clk_reg or negedge rst)
	begin
		if(!rst)
			count <= 0;
		else
		begin
			if(mode)
				count <= count + 1;
			else
				count <= count - 1;
		end
	end
	assign dp = 0;
	assign {a,b,c,d,e,f,g} = cs ? 7'bx :
		(count == 4'h0) ? 7'b1111110 :
		(count == 4'h1) ? 7'b0110000 :
		(count == 4'h2) ? 7'b1101101 :
		(count == 4'h3) ? 7'b1111001 :
		(count == 4'h4) ? 7'b0110011 :
		(count == 4'h5) ? 7'b1011011 :
		(count == 4'h6) ? 7'b1011111 :
		(count == 4'h7) ? 7'b1110000 :
		(count == 4'h8) ? 7'b1111111 :
		(count == 4'h9) ? 7'b1111011 :
		(count == 4'hA) ? 7'b1110111 :
		(count == 4'hB) ? 7'b0011111 :
		(count == 4'hC) ? 7'b1001110 :
		(count == 4'hD) ? 7'b0111101 :
		(count == 4'hE) ? 7'b1001111 :
		(count == 4'hF) ? 7'b1000111 :
		7'bx;
endmodule
==> flow/run.sh <==
#!/bin/bash
# OpenROAD 26Q1-2900-gdf79404cd8, Yosys 0.63+post, stock flow scripts
make -C /OpenROAD-flow-scripts/flow DESIGN_CONFIG=/design/flow/config.mk WORK_HOME=/design/flow/orfs finish
==> flow/config.mk <==
export PLATFORM = sky130hd
export DESIGN_NAME = counter_b
export DESIGN_NICKNAME = counter_b
export VERILOG_FILES = /design/flow/design.v
export SDC_FILE = /design/flow/constraint.sdc
export NUM_CORES = 4
export LEC_CHECK = 1
export CORE_AREA = 10 10 106 106
export DIE_AREA = 0 0 116 116
==> flow/constraint.sdc <==
current_design counter_b

set clk_period 7.2
set clk_io_pct 0.2

create_clock -name clk0 -period $clk_period [get_ports {clk}]

set non_clock_inputs [all_inputs -no_clocks]
set_input_delay [expr $clk_period * $clk_io_pct] -clock clk0 $non_clock_inputs
set_output_delay [expr $clk_period * $clk_io_pct] -clock clk0 [all_outputs]
==> GITHUB_STEP_SUMMARY <==
### Yosys + OpenROAD results

| Metric | Value |
|---|---|
| Count of endpoints without a timing constraint | 11 |
| Final hold violation count | 0 |
| Total number of H-tree levels | 2 |
| Hold Buf Count CTS | 0 |
| Count of unclocked register or latch pins | 4 |
| Clock latency (worst-skew pair) | 0.28 ns |
| Share of post-route cells with drive strength above 1 | 8.547% |
| Synth-to-layout area growth | 14.92% |
| List of cells traversed by the critical path | ha_1, nand2_1, or4_1, or4_1, a21oi_1 |
| Top cells by instance count after synthesis | dfxtp_1, xnor2_1, nor2_1 |
| Dpl hpwl | 2.753 mm |
| Count leader, synth | dfxtp_1 |
| Outcome | completed |
| Cell internal pwr | 0.2711 mW |
| Average cell area after synthesis | 8.876 um^2 |
| Ys flop type | dfxtp_1 |
| WHS Endpoint | clk_cnt[31] |
| Part of the total power dissipated in the clock network | 44.6% |
| Highest cell delay on the worst timing path | 0.56 ns |
| Flip-flop count of the largest register, all copies and words added | 32 |
| Non-Filler Cell Area, Final | 2275 um^2 |
| Number of global-route vias before repair | 1364 |
| Max-capacitance violation count | 0 |
| Total wirelength of the detailed-routed design | 3.708 mm |
| Number of vias after detailed routing | 1575 |
| Global Route Usage Sum | 5.664% |
| Number of library cell types mapped by synthesis | 47 |
| Pin count of the biggest net entering global routing | 15 |
| Final setup TNS | 0 ns |
| R2r endpoint | clk_cnt[24] |
| Highest fanout seen on the critical path | 8 |
| Ys cells | 223 |
| Flip-flop and latch count after synthesis | 37 |
| Number of buffers created by CTS | 5 |
| Flop2flop setup slack | 5.09 ns |
| Number of enable-type register cells in the synthesized netlist | 1 |
| Startpoint of the tightest hold check path | clk_cnt[31] |
| Post-cts resize count | 0 |
| Setup repair bufs after CTS | 0 |
| First-pass GRT wire length | 6.444 mm |
| Final setup violation count | 0 |
| Number of top-level pins | 12 |
| Post-synthesis cell type with the largest combined area | dfxtp_1 |
| Top cells by area | dfxtp_1, xnor2_1, dfrtp_1, nand4_1, ha_1 |
| Initial core utilization | 22.37% |
| Sequential share of power | 54.6% |
| Number of logged tool warnings | 29 |
| Synthesis Warnings | 1 |
| Post-route clock skew | 0.005613 ns |
| Final weighted congestion of routability-driven global placement | 0.8553 |
| Area inside the core boundary | 8848 um^2 |
| Cell count after synthesis | 223 |
| Total antenna diodes in the routed design | 0 |
| Count of input and output buffers | 9 |
| Max VDD drop | 0.1058 mV |
| Switching fraction of total power | 19.26% |
| Setup repair after global routing missed its margin | no |
| Mean number of vias per cell | 4.605 |
| Headroom to the max-slew limit | 45.56% |
| Final number of max-transition violations | 0 |
| Sequential-to-total area share from yosys stat | 38.94% |
| Clock transition time at the flip-flop clock pins of the worst setup and hold paths | 0.06 ns |
| Type of the worst setup path | flip-flop to flip-flop |
| Async set-reset flop share out of synthesis | 10.81% |
| Upper clock frequency limit | 0.4743 GHz |
| Yosys chip area | 1979 um^2 |
| Most frequent cell on the critical path | or4_1 |
| Top cell area share | 32.36% |
| Total grt overflow | 0 |
| Total power density per cell area | 147.6 nW/um^2 |
| Clock period minus final worst setup slack | 2.108 ns |
| Startpoint of the worst-slack reg-to-reg timing path | clk_cnt[0] |
| Per-cell routed wire length | 10.84 um |
| TritonCTS clock tree | yes |
| Number of instances on the worst hold path | 1 |
| CTS max path bufs | 2 |
| Die Height | 116 um |
| Chip Footprint | 13460 um^2 |
| Data required, critical path | 7.41 ns |
| First-pass DRT Iterations | 4 |
| Transition at the pin with the smallest max-transition slack | 0.8091 ns |
| Share of total power in combinational logic | 0.7% |
| Crit path capture type | flip-flop |
| Startpoint class of the critical path | flip-flop |
| DR iter-0 viols | 128 |
| Crit path max-delay cell type | or4_1 |
| Data arrival time of the worst path | 2.32 ns |
| Cell area after synthesis | 1979 um^2 |
| Die span in x | 116 um |
| Routed Antenna Nets | 0 |
| Count of unresolved DRC violations after routing | 0 |
| Num rows | 34 |
| Final period utilization | 29.28% |
| Min-Delay Path Class | flip-flop to flip-flop |
| Depth of the worst register-to-register path | 5 |
| Sw power | 0.06465 mW |
| Antenna violations before repair | 0 |
| Post-placement cell area | 2173 um^2 |
| Leak pwr | 0.8327 nW |
| Root Driver | clkbuf_8 |
[power by group through the flow]
| stage | sequential [mW] | combinational, mW | clock, mW |
|---|---|---|---|
| after CTS | 0.183 | 0.00264 | 0.154 |
| after global routing | 0.183 | 0.00289 | 0.163 |
| final | 0.183 | 0.00251 | 0.150 |
[worst max path at each step]
stage	endpoint	cells past startpoint	startpoint	slack [ns]
final	clk_cnt[24]	5	clk_cnt[0]	5.09
after global routing	clk_cnt[2]	7	clk_cnt[0]	4.86
after CTS	clk_cnt[24]	5	clk_cnt[0]	5.09
[worst max-delay path: cells and delay by family, from the launching register on]
kind,cells,cell delay (ns)
compound gates,1,0.15
fa+ha+maj,1,0.27
simple gates,3,1.22
flops,1,0.41
[cell usage in the layout, fill, tap and decap left out, types with 9 or more instances in the layout]
| master | synthesis | routed |
|---|---|---|
| nand3_1 | 15 | 15 |
| nand4_1 | 13 | 13 |
| dfxtp_1 | 32 | 32 |
| xnor2_1 | 20 | 20 |
| a21oi_1 | 9 | 9 |
| nor2_1 | 17 | 17 |
| clkdlybuf4s50_1 | 0 | 9 |
| inv_1 | 11 | 11 |
| nand2_1 | 13 | 13 |
[layout make-up]
type	instances	area, um^2
clock inverters	1	5.005
repair buffers	11	105.1
clock buffers	7	96.34
inverters	11	41.29
well taps	108	135.1
multi-input cells	167	1121
flip-flops and latches	37	770.7
fillers	949	6574
[through the flow]
step / setup slack (ns) / cells / power (mW) / hold WS, ns / utilization, %
after floorplan: 5.276 / 224 / 0.1889 / 0.4345 / -
after global placement: 5.151 / 334 / 0.1901 / 0.4553 / 24.56
after detailed placement: 5.121 / 334 / 0.1900 / 0.4514 / 24.56
after CTS: 5.093 / 342 / 0.3398 / 0.4668 / 25.71
after global routing: 4.864 / 342 / 0.3490 / 0.4739 / 25.71
final: 5.092 / 342 / 0.3357 / 0.4626 / 25.71
[cell families (layout without fill, tap and decap cells)]
| kind of cell | after synthesis | after routing | share of synthesized area [%] |
|---|---|---|---|
| buffers and inverters | 20 | 30 | 4.614 |
| muxes | 3 | 3 | 1.517 |
| and+or+nand+nor | 103 | 103 | 30.59 |
| xor gates and xnor gates | 26 | 26 | 11.50 |
| other | 1 | 2 | 0.1895 |
| DFF | 37 | 37 | 38.94 |
| AOI/OAI and AO/OA | 27 | 27 | 8.850 |
| adders and majority gates | 6 | 6 | 3.793 |
[metal layers]
layer  vias to the layer above  track usage (%)  part of all wire, %
li1                        826                -                    -
met1                       707            8.683                   52
met2                        36            7.850                   41
met3                         6            1.779                  6.9
met4                         0           0.5838                 0.46
met5                         -                0                    0
Power figures rest on the tool's default switching activity, not on a simulated workload.
