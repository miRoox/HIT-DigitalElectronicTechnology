==> design.v <==
module fulladd8(clk,a,b,ci,seg,co,sel);
	input clk;
	input [7:0] a,b;
	input ci;
	output [6:0] seg;
	output co;
	output [1:0] sel;
	reg [9:0] count;
	reg [1:0] sel;
	wire [7:0] s;
	reg [4:0] val;
	wire [6:0] seg;
	reg clk_reg;
	reg sel_cnt;
	initial
	begin
		count <= 0;
		clk_reg <= 0;
		sel_cnt <= 0;
	end
	assign {co,s} = a+b+ci;
	always@(posedge clk)
	begin
		if(count == 10'd1000)
		begin
			count <= 0;
			clk_reg <= ~clk_reg;
		end
		else
			count <= count + 1;
	end
	always@(posedge clk_reg)
	begin
		case(sel_cnt)
		1'd0: begin sel <= 2'b10; val <= s[3:0]; end
		1'd1: begin sel <= 2'b01; val <= s[7:4]; end
		endcase
		sel_cnt <= sel_cnt + 1;
	end
	assign seg =
		(val == 4'h0) ? 7'b1111110 :
		(val == 4'h1) ? 7'b0110000 :
		(val == 4'h2) ? 7'b1101101 :
		(val == 4'h3) ? 7'b1111001 :
		(val == 4'h4) ? 7'b0110011 :
		(val == 4'h5) ? 7'b1011011 :
		(val == 4'h6) ? 7'b1011111 :
		(val == 4'h7) ? 7'b1110000 :
		(val == 4'h8) ? 7'b1111111 :
		(val == 4'h9) ? 7'b1111011 :
		(val == 4'hA) ? 7'b1110111 :
		(val == 4'hB) ? 7'b0011111 :
		(val == 4'hC) ? 7'b1001110 :
		(val == 4'hD) ? 7'b0111101 :
		(val == 4'hE) ? 7'b1001111 :
		(val == 4'hF) ? 7'b1000111 :
		7'bx;
endmodule
==> run.sh <==
#!/bin/bash
# OpenROAD 26Q1-2900-gdf79404cd8, Yosys 0.63+post, stock flow scripts
make -C /OpenROAD-flow-scripts/flow DESIGN_CONFIG=/design/flow/config.mk WORK_HOME=/design/flow/orfs finish
==> config.mk <==
export PLATFORM = sky130hd
export DESIGN_NAME = fulladd8
export DESIGN_NICKNAME = fulladd8
export VERILOG_FILES = /design/flow/design.v
export SDC_FILE = /design/flow/constraint.sdc
export NUM_CORES = 4
export LEC_CHECK = 1
export CORE_AREA = 10 10 109 109
export DIE_AREA = 0 0 119 119
==> constraint.sdc <==
current_design fulladd8

set clk_period 3.3
set clk_io_pct 0.2

create_clock -name clk0 -period $clk_period [get_ports {clk}]

set non_clock_inputs [all_inputs -no_clocks]
set_input_delay [expr $clk_period * $clk_io_pct] -clock clk0 $non_clock_inputs
set_output_delay [expr $clk_period * $clk_io_pct] -clock clk0 [all_outputs]
==> deck_impl_summary.md <==
Physical Implementation Snapshot

Global routing
  – Initial antenna violation count: 0
  – Grt ovf: 0
  – Largest net degree at the start of global routing: 14
  – Vias in the first global route: ~1000
  – Global-route wire length before repair: between 4 and 5 mm
  – GRT Resource Usage Total: 3.69%

Final timing
  – Fin. Hold Viols: 0
  – Endpoints left unconstrained: 16
  – Least-Margin Pin Slew: 0.558 ns
  – Clock Skews: between 0.0005 and 0.0006 ns
  – Tmin final: 3.12 ns
  – Worst relative slew slack: 62.5%
  – RSZ-0062 raised after global routing: false
  – Register pins left without a clock: 7
  – Worst Slack Setup Final: 0.184 ns
  – Fmax: 0.321 GHz
  – Final number of setup-violating endpoints: 0
  – Worst Hold Slack: 0.459 ns
  – Max-slew violation count: 0
  – Fin crit share: 94.4%

Worst setup path
  – CP peak stage delay: ~0.46 ns
  – Crit path DAT: between 2 and 2.5 ns
  – Worst setup SP type: input pin
  – Worst path cell trace: clkdlybuf4s50_1, fa_2, a21oi_2, o211ai_1, a21oi_1, o21bai_1, a21o_1, buf_2
  – Critical Path Sink Type: output port
  – Crit-path leading delay family: AND-OR/OR-AND gates
  – Critical path's slowest cell: clkdlybuf4s50_1
  – Critical path peak fanout: 2
  – Crit Path Class: in -> out
  – CP bufs+invs: 2
  – WP data required: around 2.6 ns

Synthesis
  – Top cell type by total area after synthesis: dfxtp_1
  – Post-Syn Instances: 141
  – Asr flop ratio synth: 0%
  – Seq share, synth: between 30% and 40%
  – EDFF count, synth: 1
  – Synthesized area: 1190 µm²
  – Synth top area cells: dfxtp_1 29%, ha_1 9.5%, nand2_1 5.1%, xnor2_1 4.4%, inv_1 4.1%
  – Top-area cell share: 28.7%
  – Syn_area_per_cell: between 8 and 9 µm²
  – Most frequent cell after synthesis: dfxtp_1
  – Total number of yosys warnings: 1
  – Yosys stat cell total: 141
  – Dominant register cell: dfxtp_1
  – Count of cell types in the netlist: between 40 and 50
  – Top cells by count: 17 x dfxtp_1, 16 x nand2_1, 13 x inv_1
  – Yosys chip area: 1190 µm²
  – Synthesized registers: 18

Floorplanning
  – Die X: 119 µm
  – FP Util: ~12%
  – Die Ht: 119 µm
  – I/O Pins: 28
  – Cell Rows: 36
  – DIE AREA: 14200 µm²
  – Core Area: 9640 µm²

Clocking
  – Clock Pin Slew Worst Setup and Hold Paths: 0.05 ns
  – TritonCTS clock tree: done
  – Clk latency of the worst-skew pair: 0.23 ns
  – Root buffer cell: clkbuf_8
  – Num CTS Buffers: 3
  – H-tree lvl count: 1
  – Clock tree buffer depth: 2

Power
  – Peak supply drop: 0.000271 V
  – Total power: 0.371 mW
  – Pleak: 0.718 nW
  – Power Density: ~210 nW/µm²

Detailed routing
  – Routed WL: about 2.7 mm
  – Antenna Nets Post-Route: 0
  – Routed vias/inst: roughly 3.4
  – Total number of vias: between 1000 and 1500
  – WL/cell: just under 9 µm
  – N_diodes: 0
  – DRC violations left: 0
  – Iter 0 DRT Violations: 60
  – Router iterations before antenna repair: 4

Place
  – Dpl hpwl: 2.26 mm
  – Cell Area, Placed: 1660 µm²
  – Placer Congestion: between 0.8 and 0.9
  – Setup WS pre-CTS: -0.492 ns
  – Number of port buffers: 27

Job
  – Max cap viols: 0
  – Tool warnings: 26

Final layout
  – Max reg flops: 10
  – Number of fill cells in the layout: 1080
  – Share of cells above drive strength 1: roughly 16%
  – Seq. cell area: 370 µm²
  – Combinational gate area: 762 µm²
  – Design Area, Final: 1740 µm²
  – Biggest regs: count (10), val (4), sel (2)
  – Largest Register: count
  – Area delta synth->final: 46.6%

Run status
  – Status: complete, no violations

Worst hold path
  – Hold crit path type: reg -> reg
==> timing repair <==
action	in CTS	in global routing
endpoints found under the setup margin	1	1
gates cloned	0	0
pin swaps	7	7
resized	11	2
hold buffers	0	0
setup buffers	2	2
==> stage by stage <==
| step | util, % | TNS (ns) | instances |
|---|---|---|---|
| after floorplan | - | 0 | 141 |
| after global placement | 17.2 | -0.469 | 304 |
| after detailed placement | 17.2 | -0.492 | 304 |
| after CTS | 17.9 | 0 | 310 |
| after global routing | 18.1 | 0 | 312 |
| final | 18.1 | 0 | 312 |
==> area by class of cell <==
| cell class | instances | area share [%] |
|---|---|---|
| sequential | 18 | 21.3 |
| clock buffer | 4 | 2.59 |
| multi-input combinational | 106 | 43.8 |
| timing repair buffer | 38 | 20.0 |
| tap | 133 | 9.56 |
| inverter | 13 | 2.80 |
==> cell families (layout without fill, tap and decap cells) <==
logic type      count (synthesis)  in the layout  share of synthesized area, %
compound gates                 34             34                          17.9
mux                             2              2                          1.79
xor+xnor                       10             10                          7.38
buf+inv                        17             55                          5.37
simple gates                   49             49                          23.5
fa+ha+maj                      11             11                          12.9
flops                          18             18                          31.2
==> path summary, 6_finish.rpt <==
path,from,endpoint,slack (ns),cells past startpoint
min,count[0]$_SDFF_PN0_,count[0]$_SDFF_PN0_,0.46,1
min reg2reg,count[0]$_SDFF_PN0_,count[0]$_SDFF_PN0_,0.46,1
max,a[1],co,0.18,8
max reg2reg,count[0]$_SDFF_PN0_,count[7]$_SDFF_PN0_,1.68,7
==> layer usage <==
metal | share of wire (%) | up-vias | track usage, %
li1 | - | 561 | -
met1 | 46 | 472 | 4.70
met2 | 48 | 15 | 6.36
met3 | 5.6 | 2 | 1.01
met4 | 0.33 | 0 | 0.229
met5 | 0 | - | 0
==> layout by cell type (no fill, tap or decap), drive strengths merged, types with 2 or more instances in the layout <==
cell type | synthesis | layout
clkdlybuf4s50 | 0 | 23
dfxtp | 17 | 17
nand2 | 16 | 16
inv | 13 | 13
buf | 0 | 12
nor2 | 10 | 10
ha | 9 | 9
a21oi | 9 | 9
o21ai | 8 | 8
xnor2 | 6 | 6
xor2 | 4 | 4
nand2b | 4 | 4
nand3 | 4 | 4
nor2b | 4 | 4
clkbuf | 4 | 4
o211ai | 2 | 2
a31oi | 2 | 2
a22oi | 2 | 2
nor3 | 2 | 2
o21a | 2 | 2
o31ai | 2 | 2
fa | 2 | 2
dlygate4sd2 | 0 | 2
and2 | 2 | 2
==> power by group <==
group / internal (mW) / total (mW) / leakage, nW / switching [mW]
Combinational: 0.0639 / 0.106 / 0.546 / 0.0424
Sequential: 0.136 / 0.136 / 0.150 / 0
Clock: 0.0843 / 0.129 / 0.0228 / 0.0444
Total: 0.284 / 0.371 / 0.718 / 0.0868
Power is estimated from default activity; no workload was simulated.
