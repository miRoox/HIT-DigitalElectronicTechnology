==> ./design.v <==
`timescale 1ns / 1ps
module decoder38(
    input [2:0] in,      
    output [7:0] out,    
    input en             
    );
    assign out = (en == 0) ? 8'b0:
        (in == 3'b000) ? 8'b0000_0001 :
        (in == 3'b001) ? 8'b0000_0010 :
        (in == 3'b010) ? 8'b0000_0100 :
        (in == 3'b011) ? 8'b0000_1000 :
        (in == 3'b100) ? 8'b0001_0000 :
        (in == 3'b101) ? 8'b0010_0000 :
        (in == 3'b110) ? 8'b0100_0000 :
        (in == 3'b111) ? 8'b1000_0000 :
        8'bx;
endmodule
`timescale 1ns / 1ps
module digitDecoder(
    input [3:0] bcdin,   
    output a,            
    output b,
    output c,
    output d,
    output e,
    output f,
    output g,
    input blank          
    );
    assign {a,b,c,d,e,f,g} = (blank == 1) ? 7'b1111111 :
        (bcdin == 4'd0) ? 7'b0000001 :
        (bcdin == 4'd1) ? 7'b1001111 :
        (bcdin == 4'd2) ? 7'b0010010 :
        (bcdin == 4'd3) ? 7'b0000110 :
        (bcdin == 4'd4) ? 7'b1001100 :
        (bcdin == 4'd5) ? 7'b0100100 :
        (bcdin == 4'd6) ? 7'b0100000 :
        (bcdin == 4'd7) ? 7'b0001111 :
        (bcdin == 4'd8) ? 7'b0000000 :
        (bcdin == 4'd9) ? 7'b0000100 :
        7'bx;
endmodule
`timescale 1ns / 1ps
module main(
    input [3:0] SW,      
    output [7:0] LED,    
    output [3:0] AN,     
    input CLK,           
    output CA,           
    output CB,
    output CC,
    output CD,
    output CE,
    output CF,
    output CG
    );
    wire en38;           
    wire [3:0] times;    
    assign AN = 4'b0111;
    assign en38 = ~SW[3];   
    decoder38 u1 (
    .in         (SW[2:0]),  
    .out        (LED),
    .en         (en38)
    );
    timer u2 (
    .clk        (CLK),
    .bcdout     (times),
    .reset      (en38)
    );
    digitDecoder u3 (
    .bcdin      (times),
    .blank      (en38),
    .a          (CA),
    .b          (CB),
    .c          (CC),
    .d          (CD),
    .e          (CE),
    .f          (CF),
    .g          (CG)
    );
endmodule
`timescale 1ns / 1ps
module timer(
    input clk,           
    input reset,         
    output [3:0] bcdout  
    );
    reg [25:0] count;    
    reg [3:0] out;
    initial
    begin
        count = 26'b0;
        out = 4'd9;
    end
    always @ (negedge clk)
    begin
        if (reset)
        begin
            count <= 26'b0;
        end
        else
        begin
            count <= count + 1;
        end
    end
    always @ (negedge clk)
    begin
        if (reset)
            out <= 4'd9;
        else
        begin
            if(count==(~26'b0))
            begin
                if (out==4'd0)
                    out <= 4'd9;
                else
                    out <= out - 1;
            end
        end
    end
    assign bcdout = out;
endmodule
==> ./run.sh <==
#!/bin/bash
# OpenROAD 26Q1-2900-gdf79404cd8, Yosys 0.63+post, stock flow scripts
make -C /OpenROAD-flow-scripts/flow DESIGN_CONFIG=/design/flow/config.mk WORK_HOME=/design/flow/orfs finish
==> ./config.mk <==
export PLATFORM = sky130hd
export DESIGN_NAME = main
export DESIGN_NICKNAME = main
export VERILOG_FILES = /design/flow/design.v
export SDC_FILE = /design/flow/constraint.sdc
export NUM_CORES = 4
export LEC_CHECK = 1
export CORE_AREA = 10 10 100 100
export DIE_AREA = 0 0 110 110
==> ./constraint.sdc <==
current_design main

set clk_period 3.7
set clk_io_pct 0.2

create_clock -name clk0 -period $clk_period [get_ports {CLK}]

set non_clock_inputs [all_inputs -no_clocks]
set_input_delay [expr $clk_period * $clk_io_pct] -clock clk0 $non_clock_inputs
set_output_delay [expr $clk_period * $clk_io_pct] -clock clk0 [all_outputs]
==> results.sh <==
# source this file to load flow results
export IMPL_syn_area_um2=1580
export IMPL_pre_cts_ws_ns=-0.295
export IMPL_status="complete, but fails checks"
export IMPL_min_path_type="reg -> reg"
export IMPL_leakage_nw=0.859
export IMPL_p_comb_frac=0.045
export IMPL_core_um2=7810
export IMPL_start_kind="flop"
export IMPL_wl_mm=3.69
export IMPL_cts_sinks=30
export IMPL_hpwl_mm=2.42
export IMPL_postCtsHoldBufs=0
export IMPL_finalWeightedCongestion=0.758
export IMPL_maxCapViolCount=0
export IMPL_setup_ws_ns=-0.194
export IMPL_cp_required_ns=2.96
export IMPL_path_class="reg -> out"
export IMPL_critical_path_arrival_ns=3.15
export IMPL_slew_viol_final=0
export IMPL_io_buffers=19
export IMPL_rows=32
export IMPL_p_sw_w=0.000213
export IMPL_max_slew_margin_rel=0.650
export IMPL_antenna_found_initial=0
export IMPL_floorplan_core_util=0.202
export IMPL_worstPathMaxFanout=5
export IMPL_ys_area_um2=1580
export IMPL_yosysWarnings=1
export IMPL_p_int_w=0.000510
export IMPL_pin_count=24
export IMPL_p_sw_frac=0.295
export IMPL_syn_instance_count=202
export IMPL_clkLatencyLatePin_ns=0.34
export IMPL_avgSynthCellArea_um2=7.82
export IMPL_grt_pass1_vias=1473
export IMPL_regArea_um2=613
export IMPL_yosys_cells=202
export IMPL_fin_skew_ns=0.0111
export IMPL_viasPerCell=4.35
export IMPL_ys_ff=30
export IMPL_worstReg2RegStart="u2.count[0]$_SDFF_NN0_"
export IMPL_logic_area_um2=926
export IMPL_cts_made_buffers=5
export IMPL_dr_first_iter_drc_count=71
export IMPL_num_vias=1585
export IMPL_setup_viol=7
export IMPL_drc=0
export IMPL_cts_buffer_depth=2
export IMPL_top_area_cell="dfxtp_1"
export IMPL_fp_dieH_um=110
export IMPL_area_leaders="dfxtp_1 38%, a21oi_1 5.7%, o21ai_0 4.8%, nor2_1 4.5%, or4_1 4.3%"
export IMPL_die_area_um2=12100
export IMPL_ir_drop_v=0.000157
export IMPL_root_buffer="clkbuf_8"
export IMPL_drive_gt1_frac=0.153
export IMPL_drt_pass1_iterations=4
export IMPL_grt_pass1_wl_mm=6.18
export IMPL_rsz0062_at_grt="true"
export IMPL_cts_tree="done"
export IMPL_die_w_um=110
export IMPL_antenna_left=0
export IMPL_clk_pin_slew_ns=0.03
export IMPL_grt_ovfl_total=0
export IMPL_grt_use_total=0.0597
export IMPL_grt_max_degree=29
export IMPL_worstSetupStartpoint="u2.out[1]$_SDFFE_NN0N_"
export IMPL_ys_seq_share=0.380
export IMPL_yosys_area_top_type_share=0.380
export IMPL_areaGrowthSynthToFinish_pct=39.0
export IMPL_end_kind="primary output"
export IMPL_p_clk_frac=0.499
export IMPL_wire_per_inst_um=10.1
export IMPL_p_per_area_nw_per_um2=329
export IMPL_fill_cells=838
export IMPL_yosysUniqueCellTypes=31
export IMPL_tool_warnings=57
export IMPL_power_frac_seq=0.456
export IMPL_worst_pin_slew_ns=0.523
export IMPL_ctsHtreeMaxLevel=2
export IMPL_final_instance_count_excl_fill=364
export IMPL_hold_viol=0
export IMPL_hp_start="u2.count[0]$_SDFF_NN0_"
export IMPL_num_antenna_cells=0
export IMPL_dp_cells=321
export IMPL_failed_checks="negative setup slack"
-- kinds of logic (layout without fill, tap and decap cells) --
| kind of cell | after synthesis | in the layout | synth area share |
|---|---|---|---|
| buffers and inverters | 22 | 80 | 0.0633 |
| AOI/OAI and AO/OA | 43 | 43 | 0.154 |
| other | 2 | 4 | 0.00475 |
| xor gates and xnor gates | 12 | 12 | 0.0665 |
| adders and majority gates | 1 | 1 | 0.00792 |
| and+or+nand+nor | 92 | 92 | 0.323 |
| DFF | 30 | 30 | 0.380 |
-- sequential cells by signal, summed over array words and instances, names as in the netlist --
name,cells
u2.count,26
u2.out,4
-- timing repair --
item                       in CTS  in global routing
buffers inserted                6                  1
pin swaps                       7                  6
gates resized                  40                  3
setup endpoints to repair       7                  7
-- final timing paths --
check	endpoint	slack (ns)	cells after the start
max	CC	-0.19	4
max reg2reg	u2.out[1]$_SDFFE_NN0N_	1.46	5
min reg2reg	u2.count[0]$_SDFF_NN0_	0.44	1
min	u2.count[0]$_SDFF_NN0_	0.44	1
-- layer usage --
metal	up-vias	wire, um	global-route usage
met5	-	0	0
met4	0	40	0.0260
met3	5	213	0.0282
met2	24	1630	0.0826
met1	706	1810	0.0780
li1	850	-	-
-- cells in the mapped netlist --
library cell	number
dfxtp_1	30
nor2_1	19
a21oi_1	18
o21ai_0	15
nand2_1	14
or3_1	10
or4_1	9
inv_1	8
nand3_1	8
nand4_1	7
nor3_1	7
o31ai_1	7
xnor2_1	7
and4_1	6
clkbuf_1	6
xor2_1	5
buf_4	4
nand2b_1	3
nor4_1	3
and3_1	2
buf_1	2
buf_2	2
conb_1	2
and2_1	1
ha_1	1
nand4_2	1
nand4b_1	1
nor3b_1	1
o211ai_1	1
o311a_1	1
o41ai_1	1
-- layout make-up --
cell class,instances,area share
clock inverter,32,0.0547
timing repair buffer,36,0.143
sequential,30,0.279
clock buffer,5,0.0313
tap,102,0.0581
inverter,7,0.0120
multi-input combinational,152,0.422
-- stage by stage --
step	util	hold WS (ns)	area (um2)	power, W	setup TNS [ns]
6_report	0.281	0.438	2200	0.000723	-1.04
2_1_floorplan	-	0.414	1590	0.000403	0
3_3_place_gp	0.246	0.433	1920	0.000423	-1.66
5_1_grt	0.281	0.500	2200	0.000787	-1.56
3_5_place_dp	0.246	0.441	1920	0.000423	-1.70
4_1_cts	0.278	0.448	2170	0.000746	-1.15
-- power groups by stage --
stage	clock (W)	sequential [W]	combinational (W)
CTS	0.000383	0.000329	0.0000337
finish	0.000361	0.000329	0.0000327
global route	0.000420	0.000329	0.0000377
-- critical path, cell delays in order, from the launching register on --
cell,delay [ns]
dfxtp_4,0.37
buf_6,0.12
inv_1,0.05
o41ai_2,0.27
buf_2,0.15
-- layout by cell type (no fill, tap or decap), types with 7 or more instances in the layout --
cell              n
nand3_1           8
dfxtp_1          26
inv_1            38
a21oi_1          17
or3_1            10
or4_1             9
o31ai_1           7
buf_4            12
nand4_1           7
nand2_1          14
nor3_1            7
nor2_1           17
o21ai_0          11
clkdlybuf4s50_1  12
Power is estimated from default activity; no workload was simulated.
